`flow/config.mk`:
```
export PLATFORM = sky130hd
export DESIGN_NAME = memory
export DESIGN_NICKNAME = memory
export VERILOG_FILES = /design/flow/design.v
export SDC_FILE = /design/flow/constraint.sdc
export NUM_CORES = 4
export LEC_CHECK = 1
export CORE_UTILIZATION = 40
export SYNTH_HDL_FRONTEND = slang
export SYNTH_MEMORY_MAX_BITS = 65536
```
`flow/memory_contents.txt`:
```
100102B7
00037313
04830313
00000000
00000000
00000000
00000000
00000000
```
`flow/run.sh`:
```
#!/bin/bash
# OpenROAD 26Q1-2900-gdf79404cd8, Yosys 0.63+post, stock flow scripts
make -C /OpenROAD-flow-scripts/flow DESIGN_CONFIG=/design/flow/config.mk WORK_HOME=/design/flow/orfs finish
```
`flow/constraint.sdc`:
```
current_design memory

set clk_period 52.6
set clk_io_pct 0.2

create_clock -name clk0 -period $clk_period [get_ports {clk}]

set non_clock_inputs [all_inputs -no_clocks]
set_input_delay [expr $clk_period * $clk_io_pct] -clock clk0 $non_clock_inputs
set_output_delay [expr $clk_period * $clk_io_pct] -clock clk0 [all_outputs]
```
`flow/design.v`:
```
module memory(clk, write_enable, address, data_in, data_out);
   parameter size = 256;
   input clk;
   input write_enable;
   input [31:0] address;
   input [31:0] data_in;
   output[31:0] data_out;
   wire clk;
   wire write_enable;
   wire [31:0] address;
   wire [31:0] data_in;
   reg [31:0] memory [0:size-1];
   initial begin
     $readmemh("../memory_contents.txt", memory);
   end
   always @(posedge clk) begin
     if (write_enable == 1) 
       memory[address] <= data_in;
   end 
   assign data_out = memory[address];
endmodule    
```
==> flow_summary.yaml <==
# synthesis and place-and-route metrics
status:
  status: "completed"
sta:
  max_freq_ghz: 0.03425
  tightest_slew_ps: 1355
  fin_ws_ps: 23400
  tns_ps: 0
  whs_ps: 9711
  relSlewSlack_pct: 8.483
  fin_crit_ps: 29200
  hold_viol: 0
  slew_violations: 0
  period_used_pct: 55.51
  setup_viol: 0
  rsz0062_at_grt: "no"
logic_synthesis:
  compound_area_share_pct: 3.688
  synth.avg_cell_area_um2: 23.62
  ys_seq_share_pct: 79.77
  ys_cells: 13060
  yosys.area_share.simple_pct: 0.4897
  yosysChipArea_um2: 308400
  yosysUniqueCellTypes: 21
  ys_ff: 8192
  synth.logic.top_family: "multiplexers"
  ys_sh_mux_pct: 14.96
  xor_share_pct: 0
  adder_share_pct: 0
  synth-edff-count: 8192
  ff_type: "edfxtp_1"
  netlist_instances: 13060
  yosysWarningCount: 0
  syn_area_um2: 308400
  async_flop_share_pct: 0
worst_hold_path:
  min-delay-start: "data_in[31]"
  min_path_type: "in2reg"
layout:
  logic_area_um2: 61760
  top_regs: "memory (8192)"
  drive_gt1_share_pct: 29.51
  fillers: 61770
  area_growth_syn_to_layout_pct: 14.29
  final_util_pct: 45.87
  largest_register: "memory"
  largest_reg_flops: 8192
  register_area_um2: 246000
worst_setup_path:
  cp.arrival_ps: 18680
  crit_fanout: 33
  start_kind: "input port"
  end_kind: "primary output"
  crit_start: "address[2]"
  worstPathRequired_ps: 42080
  crit_type: "in2out"
job:
  warnings: 57
  maxCapViolCount: 0
place:
  dp_hpwl_um: 472400
  gp_congestion: 0.8933
  io_buffers: 73
  post-place-ws_ps: 23660
power_and_ir_drop:
  p_clk_share_pct: 40.9
  pwr_density_cell_nw_per_um2: 37.62
  combPwrFrac_pct: 4.8
  p_int_uw: 10380
  p_sw_share_pct: 21.68
  power_frac_seq_pct: 54.3
  vdd_drop_max_mv: 0.04427
  switchingPower_uw: 2875
  finalPower_uw: 13260
  p_leak_uw: 0.1066
die:
  std_cell_rows: 322
  die_w_um: 880.0
  ioPinCount: 98
  die_area_um2: 774400
  fp-utilization_pct: 40.14
  dieHeight_um: 880.0
  core-area_um2: 768300
detailed_routing:
  drt_iter0_markers: 9478
  postRouteAntennaNets: 0
  wl_um: 837700
  drt-pass1-iter-count: 6
  vias: 143900
  drc: 0
  vias_per_cell: 5.800
  wl_per_cell_um: 33.77
grt:
  grt_max_degree: 113
  grt_pass1_vias: 160300
  track_usage_pct: 23.98
  grt_pass1_wl_um: 1182000
  antenna_found_initial: 31
  overflow: 0
clock_network:
  cts_tree: "done"
  cts_resized: 0
  cts_setup_buffers: 0
  cts-root-buf: "clkbuf_16"
  cts_buffer_depth: 4
  path_clk_slew_ps: 60
  cts-hold-fix-buffers: 0
  cts_sinks: 8192
  cts_max_level: 6
  cts_made_buffers: 784
-- cell type report --
cell class,instances,share of cell area [%]
sequential,8192,69.80
clock inverter,480,1.203
antenna,26,0.01846
timing repair buffer,872,2.032
tap,10210,3.623
inverter,1,0.001065
multi-input combinational,4066,17.53
clock buffer,965,5.796
-- worst paths after layout --
kind | endpoint | slack [ps] | cells after the start
max | data_out[21] | 23400 | 14
min | memory[3][31] | 9710 | 1
-- synthesized netlist by cell type, types with 28 or more instances --
library cell	count	area (um^2)
buf_1	64	240.2
o41ai_1	128	1121
clkbuf_1	498	1869
a22oi_1	1024	7687
nor3_1	30	150.1
edfxtp_1	8192	246000
mux4_2	2048	46120
buf_2	209	1046
nand2_1	28	105.1
nand4_1	32	200.2
nor2_1	232	870.8
a21oi_1	512	2562
-- cells in the final DEF, fill, tap and decap left out, drive strengths merged --
cell type	synthesis	layout
or3	1	1
clkinvlp	0	11
clkdlybuf4s50	0	39
a22oi	1024	1024
nor3	30	30
or2	2	2
clkinv	0	409
nand4	32	32
mux4	2048	2048
clkbuf	498	965
nand3	13	13
o41ai	128	128
bufinv	0	42
nor2b	7	7
and2	3	3
edfxtp	8192	8192
diode	0	26
a21oi	512	512
inv	1	19
nand2b	6	6
nor2	232	232
buf	298	833
nand2	28	28
-- metrics by stage --
step	cell area (um^2)	cells
CTS	352400	24780
finish	352400	24810
global placement	327700	23340
detailed placement	327700	23340
global route	352400	24800
floorplan	308400	13060
-- metal layers --
metal	vias to the layer above	part of all wire [%]	global-route usage (%)
li1	58640	-	-
met1	73660	29	26.04
met2	10260	46	33.65
met3	1297	21	22.05
met4	42	4.5	7.829
met5	-	0.29	2.375
-- kinds of logic (layout without fill, tap and decap cells) --
group,count (synthesis),in the layout
AND-OR/OR-AND,1664,1664
buffers and inverters,797,2318
flip-flops,8192,8192
multiplexers,2048,2048
other,0,26
AND/OR/NAND/NOR,354,354
-- worst max-delay path: stages --
cell,delay [ps]
clkdlybuf4s50_1,840
and2_4,720
buf_4,670
buf_4,620
buf_4,560
buf_4,590
buf_4,660
buf_4,620
a22oi_1,170
a21oi_1,690
o41ai_2,360
buf_4,240
nand4_1,620
clkdlybuf4s50_1,610
-- power groups by stage --
| stage | clock, uW | sequential (uW) | combinational (uW) |
|---|---|---|---|
| CTS | 5510 | 7200 | 643 |
| global route | 5740 | 7190 | 683 |
| finish | 5420 | 7200 | 641 |
Power and IR drop assume default switching activity.
