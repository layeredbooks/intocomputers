File: flow/config.mk
export PLATFORM = sky130hd
export DESIGN_NAME = alu
export DESIGN_NICKNAME = alu
export VERILOG_FILES = /design/flow/design.v
export SDC_FILE = /design/flow/constraint.sdc
export NUM_CORES = 4
export LEC_CHECK = 1
export CORE_AREA = 10 10 113 113
export DIE_AREA = 0 0 123 123
export SYNTH_HDL_FRONTEND = slang
File: flow/constraint.sdc
current_design alu

set clk_period 17.4
set clk_io_pct 0.2

create_clock -name clk0 -period $clk_period

set non_clock_inputs [all_inputs -no_clocks]
set_input_delay [expr $clk_period * $clk_io_pct] -clock clk0 $non_clock_inputs
set_output_delay [expr $clk_period * $clk_io_pct] -clock clk0 [all_outputs]
File: flow/design.v
module alu(a, b, opcode, funct3, result);
   input [31:0] a;
   input [31:0] b;
   input [6:0] opcode;
   input [2:0] funct3;
   output [31:0] result;
   parameter LUI = 7'b0110111;
   parameter OP_IMM = 7'b0010011;
   assign result = opcode == LUI ? a :
  	           opcode == OP_IMM && funct3 == 3'b111 ? a & b :
  	           opcode == OP_IMM && funct3 == 3'b000 ? a + b :
  	           32'b0;
endmodule
File: flow/run.sh
#!/bin/bash
# OpenROAD 26Q1-2900-gdf79404cd8, Yosys 0.63+post, stock flow scripts
make -C /OpenROAD-flow-scripts/flow DESIGN_CONFIG=/design/flow/config.mk WORK_HOME=/design/flow/orfs finish
==> impl_metrics.tcl <==
# metrics dict for downstream scripts
set metrics [dict create \
    ys_seq_share 0 \
    drive_gt1_frac 0.0607 \
    warnings 32 \
    synth_cell_types 62 \
    fin_tns_setup_ns 0 \
    ys_warn_count 0 \
    max_freq_ghz 0.0983 \
    rsz0062_at_grt "no" \
    path_cells "clkdlybuf4s50_1 > ha_1 > inv_1 > fa_1 > nor2b_1 > o2111ai_1 > nand2_1 > a21boi_1 > o311ai_0 > a31oi_1 > xor2_1 > o21ai_0 > clkdlybuf4s50_1" \
    grt_pass1_wl_um 13900 \
    ff_count 0 \
    min_from "a[23]" \
    hold_end "result[23]" \
    critPathTopFamily "buffers and inverters" \
    antenna_found_initial 0 \
    cts-hold-fix-buffers 0 \
    worstMarginPinSlew_ns 0.552 \
    seq_area_sq_um 0 \
    synth_chip_area_sq_um 2360 \
    worst_slack_ns 7.23 \
    core-area_sq_um 10300 \
    dpl.hpwl_um 7340 \
    fin_crit_sh 0.585 \
    status "finished clean" \
    fp_util 0.229 \
    maxSlewViolCount 0 \
    worstPathMaxFanout 3 \
    fillCellCount 1077 \
    rows 37 \
    diodes 0 \
    gp_congestion 0.911 \
    grt_max_degree 31 \
    relSlewSlack 0.632 \
    hold_viol_final 0 \
    ant_nets 0 \
    most_common_cell "nand2_1" \
    yosys_cells 339 \
    critical_path.max_stage_delay_ns 0.50 \
    hold_ws_ns 7.94 \
    period_minus_slack_ns 10.17 \
    fp.dieH_um 123 \
    comb_area_sq_um 2230 \
    worst_hold_path_type "in2out" \
    finalSetupViolCount 0 \
    drv_cap 0 \
    viasPerCell 4.97 \
    peakVddDrop_v 0.0000120 \
    final_util 0.341 \
    ys_top_cells_by_count "34 x nand2_1, 32 x ha_1, 28 x nor2_1, 28 x o21ai_0, 23 x a21oi_1" \
    dr.pass1.iters 4 \
    drcViolationCount 0 \
    synth.avg_cell_area_sq_um 6.96 \
    wirelength_um 8750 \
    overflow 0 \
    via_count 2803 \
    p_per_area_nw_per_um2 26.1 \
    path_buffers 3 \
    grtUsageTotal 0.109 \
    critical_path_required_ns 13.92 \
    crit_arrival_ns 6.69 \
    drt_iter0_markers 130 \
    end_kind "primary output" \
    die_area_sq_um 15100 \
    nClkBuffers 0 \
    first_global_vias 2809 \
    synth_cells 339 \
    crit_type "in2out" \
    ctsResizeCount 0 \
    syn-cell-area_sq_um 2360 \
    io_buffers 106 \
    fp.dieW_um 123 \
    slowest_stage "clkdlybuf4s50_1" \
    pre_cts_ws_ns 7.25 \
    synth.largest_area_cell "ha_1" \
    p_leak_nw 1.33 \
    syn_to_final_growth_pct 49.1 \
    boundaryPins 106 \
    crit_top_cell "clkdlybuf4s50_1" \
    holdPathStages 4 \
    start_kind "primary input" \
    synth.area.top_cells "ha_1 17%, a22oi_1 7.0%, o21ai_0 5.9%, xnor2_1 5.6%, nand2_1 5.4%" \
    synth.top_cell.area_share 0.170 \
    cts_setup_buffers 0 \
    wl_per_cell_um 15.5 \
]
-- placed cells by master (no fill, tap or decap), drive strengths merged, types with 4 or more instances in the layout --
cell           Yosys  layout
nor3               5       5
buf                9       4
a21o              12      12
a21oi             27      27
o21ai             46      46
a31oi              5       5
nand2             34      34
nand3              7       7
clkdlybuf4s50      0     106
nand4              5       5
xnor2             15      15
nand2b             4       4
a22oi             22      22
a21boi             5       5
a221oi             7       7
nor2              28      28
ha                32      32
inv                8       8
xor2              12      12
-- cell families after synthesis --
| kind of cell | synth area share |
|---|---|
| multiplexers | 0.00424 |
| AND/OR/NAND/NOR | 0.198 |
| adder cells (fa/ha/maj) | 0.178 |
| XOR/XNOR | 0.100 |
| buffers and inverters | 0.0573 |
| AND-OR/OR-AND | 0.462 |
-- final cells by class --
cell class,count,area share
Multi-Input combinational cell,310,0.633
Tap cell,136,0.0484
Inverter,8,0.00853
Timing Repair Buffer,110,0.310
-- layer usage --
metal | vias up | global-route usage | wire (um)
met5 | - | 0 | 0
met4 | 0 | 0.00364 | 0
met3 | 0 | 0.0287 | 836
met2 | 97 | 0.176 | 3820
met1 | 1241 | 0.152 | 4090
li1 | 1465 | - | -
-- per-stage QoR --
stage                     instances  instance area (sq um)  power [mW]
after global routing            564                   3520       0.102
final                           564                   3520      0.0920
after floorplan                 339                   2360      0.0603
after global placement          564                   3520      0.0913
after CTS                       564                   3520      0.0921
after detailed placement        564                   3520      0.0914
-- where the power goes --
part	switching [mW]	total, mW	internal [mW]
Combinational	0.0467	0.0920	0.0453
Clock	0	0	0
Sequential	0	0	0
-- worst max path at each step --
stage	from	endpoint	slack (ns)	cells past startpoint
global route	a[0]	result[28]	7.11	13
finish	a[0]	result[16]	7.23	13
CTS	a[0]	result[16]	7.24	13
Power and IR drop assume default switching activity.
