## flow/config.mk

```make
export PLATFORM = sky130hd
export DESIGN_NAME = registers
export DESIGN_NICKNAME = registers
export VERILOG_FILES = /design/flow/design.v
export SDC_FILE = /design/flow/constraint.sdc
export NUM_CORES = 4
export LEC_CHECK = 1
export CORE_UTILIZATION = 40
export SYNTH_HDL_FRONTEND = slang
```

## flow/constraint.sdc

```tcl
current_design registers

set clk_period 5.1
set clk_io_pct 0.2

create_clock -name clk0 -period $clk_period [get_ports {clk}]

set non_clock_inputs [all_inputs -no_clocks]
set_input_delay [expr $clk_period * $clk_io_pct] -clock clk0 $non_clock_inputs
set_output_delay [expr $clk_period * $clk_io_pct] -clock clk0 [all_outputs]
```

## flow/design.v

```verilog
module registers(clk, rs1, rs2, rd, rd_value, we, rs1_value, rs2_value);
   parameter n_regs = 32;
   input clk;
   input [4:0] rs1;
   input [4:0] rs2;
   input [4:0] rd;
   input [31:0]  rd_value;
   input we;
   output [31:0]  rs1_value;
   output [31:0]  rs2_value;
   reg [31:0] reg_file[1:n_regs];
   always @(posedge clk) begin
     if (we == 1) begin
	reg_file[rd] <= rd_value;
     end 
   end
   assign rs1_value = reg_file[rs1];
   assign rs2_value = reg_file[rs2];
endmodule
```

## flow/run.sh

```bash
#!/bin/bash
# OpenROAD 26Q1-2900-gdf79404cd8, Yosys 0.63+post, stock flow scripts
make -C /OpenROAD-flow-scripts/flow DESIGN_CONFIG=/design/flow/config.mk WORK_HOME=/design/flow/orfs finish
```

==> run summary <==
Notes from the flow run.

Run status:
- The flow ran to the end, and the final reports show no timing, DRC or antenna violations.

STA:
- The worst path needs 4950 ps of the cycle, external delays included.
- The run gives the slew of the pin with the lowest slew margin as between 800 and 900 ps.
- The run gives the final tally of setup violations as 0.
- The run gives the number of hold-slack violations in the final timing report as 0.
- The run gives the worst hold slack as 1150 ps.
- For reference, the final report shows the max-slew violation count at 0.
- The run puts the portion of the clock cycle consumed by the worst path in the final layout at 0.971.
- Setup repair after global routing left no endpoint under its margin.
- The run gives the setup TNS as 0 ps.
- The run gives the achievable frequency as 202 MHz.
- The run puts the tightest slew margin relative to the limit at 0.431.

Synth:
- The run gives the post-synthesis cell count from yosys as about 3400.
- The run puts the register share after synthesis at 0.630.
- The run puts the area share of fa/ha/maj cells after synthesis at 0.
- Among the non-sequential cells, multiplexers take the most area.
- The run puts the flip-flop and latch count after synthesis at 1024.
- Of the total synthesized cell area, the portion taken by XOR and XNOR cells is 0.
- The run puts the area share of and-or/or-and cells after synthesis at 0.0804.
- Counting every instance in the synthesized netlist gives 3386.
- After synthesis the cells add up to 48800 µm².
- For this run, the chip area from Yosys synthesis comes to ~49000 µm².
- The synthesized netlist contains 23 unique library cells.
- The run puts the number of warnings issued by yosys at 0.
- The run gives the average cell area after synthesis as about 14 µm².
- The run puts the simple-gate share of the synthesized area at 0.0471.
- Summing all multiplexer cells gives an area fraction of 0.210.

Routing:
- The routed design has approximately 150000 µm of wire.
- In the final routing, the length of wire on met1 measures 55300 µm.
- TritonRoute output was used to compute an average wire per cell of around 29 µm.
- The run puts the wire length on met3 at 21800 µm.
- The detailed router used layers up to and including met5.
- The run puts the detailed-route via count at 31200.
- After detailed routing, the number of remaining DRC violations is 0.
- The run puts the remaining number of nets flagged by the antenna check after routing at 0.
- Wire segments on met2 add up to 70500 µm in the final route.
- Per the log, the first TritonRoute iteration ended with a DRC count of 1859.
- The run puts the number of optimization iterations in the first detailed-route pass at 7.
- The run gives the vias per cell as 5.92.

Clock tree:
- The run puts the number of buffers inserted during clock tree synthesis at 104.
- Looking at the post-CTS report, the setup buffer insertion count equals 0.
- Looking at the clock tree report, the root buffer type is clkbuf_16.
- The run puts the cell resize tally after clock tree synthesis at 0.
- TritonCTS built the clock tree.
- The CTS log lists the clock sinks for this run as 1024.
- The run puts the largest buffer count on any clock path at 3.
- The registers of the reported paths see a clock transition of 60 ps.
- The run puts the hold buffer count at CTS at 0.
- CTS built an H-tree with a depth of 3.

Job:
- OpenROAD emitted warnings numbering 26.
- The run puts the number of max-capacitance violations reported at 0.

Floorplanning:
- The run puts the count of standard-cell rows at 127.
- The run gives the die span in x as 351 µm.
- The run puts the overall chip area at between 100000 and 150000 µm².
- The total area inside the core boundary comes to 120000 µm².
- According to the I/O placement log, the pin count is 113.
- The run gives the floorplan core density as 0.405.
- The die is 351 µm tall.

Setup path:
- The run puts the data arrival time of the critical path at ~4000 ps.
- The run puts the required arrival time at the worst endpoint at between 4000 and 5000 ps.
- The critical path starts at rs1[2].
- The run gives the kind of start point of the critical path as an input port.
- The run gives the maximum net fanout on the critical path as 13.
- The critical path in this run is classified as in -> out.
- The worst setup path is captured at a primary output.

Global route:
- The run gives the overflow left after global routing as 0.
- The first global-routing pass estimated 220000 µm of wire.
- The global routing report lists combined usage of all routing layers as 0.267.
- The run puts the via count of the first global-routing pass at 32500.
- The run puts the initial antenna violation count at 5.
- The run puts the pin count of the biggest net entering global routing at 51.

Cells and area:
- The run puts the area growth from synthesis to layout at 16.1%.
- The register with the most flip-flops in the final layout is reg_file.
- The run puts the footprint of the flip-flops and latches at 30700 µm².
- The run puts the flip-flop count of the largest register after layout at ~1000.
- The run puts the area of the multi-input gates at approximately 17000 µm².
- The run puts the number of fillers in the final layout at slightly above 10000.
- The run puts the proportion of layout cells with a drive suffix above 1 at 0.117.
- The registers reported with the highest flop counts are reg_file x1024.

Pwr:
- Summed over all cells, the static leakage comes to approximately 21 nW.
- The run gives the worst vdd rail ir drop as 0.265 mV.
- The completed layout was analyzed and its total power is 0.0190 W.
- Dividing total power by cell area gives a power density of 336 nW/µm².

Min path:
- The type recorded for the worst min-delay path is in -> reg.
- For the worst min-delay path, the startpoint reported by OpenROAD is rd_value[17].

Place:
- The run gives the weighted congestion at the end of routability-driven global placement as between 0.8 and 0.9.
- In the placement report, post-DP HPWL is listed as 89700 µm.
- The run puts the number of buffers inserted by port buffering at 112.
## report_power, final
part           leakage (nW)  internal (W)  switching, W
Combinational          9.95      0.000733       0.00110
Sequential             9.22       0.00936     0.0000396
Clock                  1.69       0.00459       0.00321
## cell type report
| cell class | count | share of cell area |
|---|---|---|
| well taps | 1612 | 0.0356 |
| multi-input cells | 2109 | 0.296 |
| flip-flops and latches | 1024 | 0.543 |
| repair buffers | 336 | 0.0644 |
| clock buffers | 134 | 0.0498 |
| clock inverters | 58 | 0.0113 |
| diodes | 1 | 0.0000442 |
## metrics by stage
stage          instance area, µm²   util  setup slack, ps  cells
3_5_place_dp                53200  0.442              212   5081
2_1_floorplan               48800      -             1650   3386
5_1_grt                     56700  0.470              118   5273
4_1_cts                     56700  0.470              204   5273
3_3_place_gp                53200  0.442              198   5081
6_report                    56700  0.470              146   5274
## worst paths after layout
| check | slack (ps) | end | depth (start not counted) |
|---|---|---|---|
| worst max-delay path | 150 | rs1_value[8] | 8 |
| worst min-delay path | 1150 | reg_file[10][17] | 2 |
## critical path, stage by stage
cell             delay (ps)
clkdlybuf4s50_1         640
nor2_4                  610
a22o_1                  250
nor3_1                   50
buf_4                   180
a31oi_1                 390
nand3_1                 290
clkdlybuf4s50_1         490
## cells in the mapped netlist
master,count,share of area
nor3_1,64,0.0066
buf_1,4,0.00031
mux2i_1,1024,0.21
and2_1,2,0.00026
nor2_1,35,0.0027
buf_2,70,0.0072
a21oi_1,192,0.020
edfxtp_1,1024,0.63
nor2b_1,4,0.00051
nand3b_1,5,0.00077
nand2_1,195,0.015
or2_2,2,0.00026
buf_6,45,0.010
buf_4,47,0.0072
nand3_1,194,0.020
a22o_1,128,0.023
clkbuf_4,4,0.00062
nand2b_1,4,0.00051
or3b_2,3,0.00054
a31oi_1,64,0.0082
clkbuf_1,83,0.0064
a22oi_1,192,0.030
or3_1,1,0.00013
## layout by cell type, fill, tap and decap left out, types with 64 or more instances in the layout
master           count
mux2i_1           1024
a22o_1             128
nor3_1              64
a21oi_1            192
nand3_1            194
nand2_1            193
a22oi_1            192
edfxtp_1          1024
buf_12              67
a31oi_1             64
clkbuf_16          109
buf_4              157
clkdlybuf4s50_1    110
## cells by family after synthesis
kind of cell    count (synthesis)
simple gates                  509
mux                          1024
buf+inv                       253
compound gates                576
flops                        1024
## layer usage
layer,vias to the layer above,global-route usage
met4,6,0.0708
li1,13800,-
met3,285,0.160
met5,-,0
met2,1750,0.399
met1,15400,0.342
Power figures rest on the tool's default switching activity, not on a simulated workload.
